[flow/run.sh]
#!/bin/bash
# OpenROAD 26Q1-2900-gdf79404cd8, Yosys 0.63+post, stock flow scripts
make -C /OpenROAD-flow-scripts/flow DESIGN_CONFIG=/design/flow/config.mk WORK_HOME=/design/flow/orfs finish
[flow/config.mk]
export PLATFORM = sky130hd
export DESIGN_NAME = Branch_Predictor
export DESIGN_NICKNAME = Branch_Predictor
export VERILOG_FILES = /design/flow/design.v
export SDC_FILE = /design/flow/constraint.sdc
export NUM_CORES = 4
export LEC_CHECK = 1
export CORE_UTILIZATION = 50
[flow/constraint.sdc]
current_design Branch_Predictor

set clk_period 8.5
set clk_io_pct 0.2

create_clock -name clk0 -period $clk_period [get_ports {clk}]

set non_clock_inputs [all_inputs -no_clocks]
set_input_delay [expr $clk_period * $clk_io_pct] -clock clk0 $non_clock_inputs
set_output_delay [expr $clk_period * $clk_io_pct] -clock clk0 [all_outputs]
[flow/design.v]
module Branch_Predictor #(
    parameter INDEX_BITS = 4
)(
    input        clk,
    input        rst,
    input  [31:0] PCF,
    output        predict_takenF,
    output [31:0] predict_targetF,
    input         branchE,         
    input         actual_takenE,   
    input  [31:0] PCE,             
    input  [31:0] actual_targetE   
);
    localparam BHT_SIZE = 1 << INDEX_BITS;
    reg         bht [0:BHT_SIZE-1];    
    reg [31:0]  btb [0:BHT_SIZE-1];    
    wire [INDEX_BITS-1:0] idxF = PCF[INDEX_BITS+1:2];
    wire [INDEX_BITS-1:0] idxE = PCE[INDEX_BITS+1:2];
    integer i;
    initial begin
        for (i = 0; i < BHT_SIZE; i = i + 1) begin
            bht[i] = 1'b0;            
            btb[i] = 32'b0;
        end
    end
    assign predict_takenF  = bht[idxF];
    assign predict_targetF = btb[idxF];
    always @(posedge clk or negedge rst) begin
        if (!rst) begin
            for (i = 0; i < BHT_SIZE; i = i + 1) begin
                bht[i] <= 1'b0;
                btb[i] <= 32'b0;
            end
        end else if (branchE) begin
            bht[idxE] <= actual_takenE;
            if (actual_takenE)
                btb[idxE] <= actual_targetE;
        end
    end
endmodule
==> notes.md <==
fresh numbers from the pnr run: Via density about 6.4, via count 15600, CTS tree done, Final min period 6.42 ns, share of cells above drive strength 1 0.364, Power Total roughly 6600 µW, global route total overflow 0, Hold Crit Class reg -> reg, Yosys top cell by area dfrtp_1, clock-pin slew of the registers on the worst-case setup and hold paths 0.06 ns, Yosys warnings 3, Comb pwr share 0.149, top cells by area dfrtp_1 55%, mux2_2 23%, a22o_1 5.9%, a222oi_1 1.9%, mux2_1 1.6%, reg2reg path depth 1, Switching Share 0.249, hold depth 1, hold wc startpoint bht[9], Final Max Slew Viols 0, Tool Warnings 84, Yosys Chip Area 0.0242 mm², core area 0.0477 mm², Rows ~80, Top logic family multiplexers, Int Pwr 4950 µW, clk sink count 528, hold buffers post-CTS 0, Critical Path Stages 8, ys flop type dfrtp_1, global-route wire length before repair ~100000 µm, Cell Type Count 58, GRT Overall Usage 0.297, clock network fraction of total power 0.362, DP Wirelength ~36000 µm, Simple-Gate Fraction of Synth Area 0.0410, Routed WL 67600 µm, Layout fillers 3840, DR pass1 iterations 7, mux frac, synth 0.249, crit path DRT 6.80 ns, wire per inst roughly 28 µm, Worst Setup End Kind primary output, Clock Path Buffers 3, Die Size 0.0492 mm², Final ANT Viol Nets 0, number of I/O pins between 100 and 150, Max-Cap Viols 0, FA/HA/MAJ Cells, Area Fraction 0, TNS Setup 0 ns, Post-synth top cells 528 x dfrtp_1, 490 x mux2_2, 162 x a22o_1, Leakage 0.0121 µW, DRC 0, Mapped Cells roughly 1800, Area growth, synth to finish 12.0%, Max-slew headroom 0.457, Seq share, synth 0.547, cell with the most instances after synthesis dfrtp_1, yosys aoi share 0.124, worst setup path start PCF[2], Die H 222 µm, number of cells in Yosys stat roughly 1800, area share, top type 0.547, CTS H-Tree Depth 2, largest net degree at the start of global routing 113, pwr dens 244 mW/mm², Die Wd 222 µm, GPL Wtd Cong around 0.84, Yosys reg bits 528, Post-synth EDFFs 0, final setup fails 0, Arr. time, crit path 4.72 ns, Final Cycle Share 0.755, Peak VDD IR 0.140 mV, Max stage delay cell, worst path buf_2, antenna violations before repair 2, unrepaired setup endpoints after global routing false, crit path buf inv count 5, Async SR Flop Fraction 1.00, Gates resized, CTS repair 0, Floorplan Utilization 0.506, Post-CTS Setup Inserts 0, most frequent cell on the critical path buf_4, Startpoint Class input port, DRT iter0 DRCs approximately 1000, max frequency approximately 0.16 GHz, Worst Skew 0 ns, NetSw 1640 µW, worst-path cell chain buf_2, buf_4, buf_4, inv_1, mux4_2, a2bb2oi_1, a31oi_1, clkdlybuf4s50_1, CP peak stage delay 0.51 ns, CP top delay family buffers and inverters, Seq pwr share 0.489, Netlist Area Pre-Place 0.0242 mm², status finished clean, number of global-route vias before repair 16100, final hold viol count 0, clock root cell clkbuf_16, Worst-Margin Slew between 0.8 and 0.9 ns, critical path class in -> out, Syn Area/Cell ~14 µm², clk latency late pin slightly above 0.6 ns, number of buffers created by CTS 57, peak fanout along the critical path 28, worst reg2reg startpoint btb[4][9], XORs/XNORs by Area 0, Buffers on Ports 76
==> layout by cell type, fill, tap and decap left out, drive strengths merged, types with 3 or more instances in the layout <==
master	n
and3	3
buf	53
nor2	49
dfrtp	528
nand3	22
inv	7
mux2	525
a31oi	28
o221ai	4
a21o	8
a32oi	13
a2bb2oi	4
nand2b	30
nand2	31
a311oi	4
clkbuf	96
nor3b	3
mux2i	9
a22oi	48
o22a	3
a22o	162
o32a	8
and3b	5
and2	4
nand3b	6
o21ai	11
clkdlybuf4s50	71
nor2b	12
o22ai	9
a222oi	46
clkinv	7
==> power groups by stage <==
stage | clock network, µW | logic (µW) | registers (µW)
CTS | 2430 | 993 | 3230
global route | 2520 | 1070 | 3290
finish | 2390 | 984 | 3230
==> through the flow <==
stage | hold slack, ns | area (µm²) | std cells | setup slack [ns] | utilization
floorplan | 0.445 | 24200 | 1769 | 3.95 | -
global placement | 0.458 | 25300 | 2341 | 2.08 | 0.529
detailed placement | 0.463 | 25300 | 2341 | 2.09 | 0.529
CTS | 0.479 | 27100 | 2446 | 2.07 | 0.567
global route | 0.490 | 27100 | 2446 | 1.95 | 0.567
finish | 0.480 | 27100 | 2447 | 2.08 | 0.567
==> layer usage <==
layer / vias to the layer above / global-route usage / wire length (µm)
met5: - / 0 / 17
met4: 2 / 0.0656 / 1720
met3: 118 / 0.0800 / 5300
met2: 519 / 0.452 / 31700
met1: 8231 / 0.454 / 28900
li1: 6748 / - / -
==> sequential cells by signal, indices dropped and copies added, names as in the netlist <==
name,flops
btb,512
bht,16
==> worst paths after layout <==
kind                       slack [ns]                  end
min in group asynchronous        1.06          btb[12][15]
hold reg to reg                  0.48               bht[9]
hold / removal                   0.48               bht[9]
max in group asynchronous        5.61            btb[8][4]
setup reg to reg                 7.72            btb[4][9]
setup / recovery                 2.08  predict_targetF[13]
==> cell type report <==
| class | count | area [µm²] | share of cell area |
|---|---|---|---|
| multi-input combinational | 1069 | 10100 | 0.374 |
| tap | 615 | 769 | 0.0284 |
| antenna | 1 | 2.50 | 0.0000924 |
| inverter | 4 | 15.0 | 0.000555 |
| clock inverter | 10 | 61.3 | 0.00226 |
| sequential | 528 | 13200 | 0.488 |
| clock buffer | 95 | 1740 | 0.0642 |
| timing repair buffer | 125 | 1140 | 0.0421 |
==> cell families (layout without fill, tap and decap cells) <==
logic type             after synthesis  in the layout
AOI/OAI and AO/OA                  358            358
other                                0              1
muxes                              535            535
and+or+nand+nor                    176            176
DFF                                528            528
buffers and inverters              172            234
Power is estimated from default activity; no workload was simulated.
